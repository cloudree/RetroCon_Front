--- flow/config.mk ---
export PLATFORM = sky130hd
export DESIGN_NAME = PPI8255
export DESIGN_NICKNAME = PPI8255
export VERILOG_FILES = /design/flow/design.v
export SDC_FILE = /design/flow/constraint.sdc
export NUM_CORES = 4
export LEC_CHECK = 1
export CORE_AREA = 10 10 110 110
export DIE_AREA = 0 0 120 120
--- flow/constraint.sdc ---
current_design PPI8255

set clk_period 1.8
set clk_io_pct 0.2

create_clock -name clk0 -period $clk_period [get_ports {WRb}]

set non_clock_inputs [all_inputs -no_clocks]
set_input_delay [expr $clk_period * $clk_io_pct] -clock clk0 $non_clock_inputs
set_output_delay [expr $clk_period * $clk_io_pct] -clock clk0 [all_outputs]
--- flow/run.sh ---
#!/bin/bash
# OpenROAD 26Q1-2900-gdf79404cd8, Yosys 0.63+post, stock flow scripts
make -C /OpenROAD-flow-scripts/flow DESIGN_CONFIG=/design/flow/config.mk WORK_HOME=/design/flow/orfs finish
--- flow/design.v ---
module PPI8255(
	input RST,
	input [1:0] A,
	input CSb,
	input RDb,
	input WRb,
	input [7:0] DIN,
	input [7:0] PB,
	output [7:0] PA,
	output [7:0] PC,
	output reg [7:0] DOUT
);
	reg [7:0] REGA;
	reg [7:0] REGB;
	reg [7:0] REGC;
	reg [7:0] regCTRL;	 
	assign PA = REGA;
	assign PC = REGC;
	always @(*)
	begin
		case (A)
			2'b00: DOUT = REGA;
			2'b01: DOUT = PB;
			2'b10: DOUT = REGC;
			2'b11: DOUT = regCTRL;
		endcase
	end
	always @(posedge RST or posedge WRb)
	begin
		if (RST)
		begin
			regCTRL = 8'h9b;
			REGA = 8'h00;
			REGB = 8'h00;
			REGC = 8'h00;
		end
		else if (~CSb)
			begin
				case ({A,DIN[7]})
					3'b000: REGA = DIN;
					3'b010: REGB = DIN;
					3'b100: REGC = DIN;
					3'b110: REGC[ DIN[3:1] ] = DIN[0];
					3'b001: REGA = DIN;
					3'b011: REGB = DIN;
					3'b101: REGC = DIN;
					3'b111: regCTRL = DIN;
				endcase
			end
	end
endmodule
==> run summary <==
Item: results of the latest flow run.

- The placed wire-length estimate is between 3000 and 4000 um.
- The count of final max-slew check failures is 0.
- The run finished with clean final reports.
- The critical path capture point type is an output port.
- The power report attributes to the clock group a share of approximately a quarter.
- The design area is ~2300 sq um.
- The power per cell area is 798.6 nW/um^2.
- The synthesized design spends more area on one cell type than any other, namely sky130_fd_sc_hd__dfrtp_1.
- Across all checked pins, the minimum headroom to the slew limit is approximately two thirds.
- The maximum clock frequency is 571.0 MHz.
- The global-route congestion overflow total is 0.
- From synthesis to final layout, the design area changed by 64.16%.
- Per the post-route antenna check, the number of violating nets is 0.
- In this run the cell area measured after placement is between 2000 and 2500 sq um.
- Per the OpenROAD floorplan log, the area of the core is around 9800 sq um.
- The detailed-routed wire length on met3 is around 340 um.
- The wire length recorded after detailed routing is approximately 4600 um.
- The uppermost layer routed is met4.
- The setup slack on the worst flop-to-flop path is roughly 0.73 ns.
- The buffer depth of the longest clock path is 2.
- The final estimated routing congestion in global placement is 0.8285.
- The clock transition at the register clock pins on the worst setup and hold paths after CTS is around 0.090 ns.
- The sequential cell fraction of total power is between 40% and 50%.
- The met1 routed wirelength after detailed routing is 2295 um.
- The proportion of layout cells with a drive suffix above 1 is roughly 33%.
- The multi-input combinational cells in the finished layout cover a total of approximately 750 sq um.
- For reference, the final report shows the hold violation count at 0.
- The worst setup slack after layout is between 0.04 and 0.05 ns.
- The via count of the first global-routing pass was 1288.
- In the final run the clock tree shows a worst skew of 0 ns.
- TritonCTS created 3 clock buffers.
- The wire length of the first global-routing pass is between 7000 and 8000 um.
- The die is about 120 um tall.
- Per the detail_route report, the via count comes to roughly 1200.
- After detailed routing, the number of remaining DRC violations is 0.
- Net switching is roughly 24% of the power.
- The internal portion of total power is roughly 1.4 mW.
- Per the Yosys statistics, synthesis produced 123 cells.
- The per-instance average area after synthesis is approximately 11 sq um.
- TritonCTS built the clock tree.
- The count of input and output buffers is about 44.
- The cell area that synthesis handed to floorplanning was roughly 1400 sq um.
- The net switching power is about 440 uW.
- The violation count after the first detailed-routing iteration is 36.
- In the setup report, the worst path falls into the class in -> out.
- The total I/O pin count is 46.
- Looking at the clock tree report, the H-tree level count equals 1.
- The row count is 36.
- Cells fill 23.52% of the core in the end.
- The kind of launch point of the worst setup path is a primary input.
- The floorplan step set the die width to roughly 120 um.
- Entering global routing, the biggest net connects 25 pins.
- Per Yosys stat, the portion of area used by sequential elements is between 40% and 50%.
- The leakage power figure is roughly 0.9 nW.
- The data arrival time reported for the critical path is 1.39 ns.
- The CTS log lists the clock sinks for this run as 24.
- The worst register-to-register path ends at REGC[6].
- After synthesis the netlist holds a flip-flop and latch count of 24.
- The total inserted antenna cells is 0.
- Combinational logic burns between 30 and 40% of the power.
- The total routing resource utilization after global routing is between 6 and 7%.
- As reported, the later end of the worst-skew pair has a clock insertion delay of approximately 0.27 ns.
- Per the post-place timing report, worst setup slack is -0.5802 ns.
- The total number of warnings across the stage logs is 28.
- In this run the critical register-to-register path is launched from REGC[6].
- The class of the tightest hold or removal check is in -> async.
- The met2 wirelength from detailed routing is just under 2000 um.
- The detailed-route vias per instance is approximately 3.8.
- The worst register-to-register path depth is 4.
- The primary flip-flop cell chosen by synthesis mapping is sky130_fd_sc_hd__dfrtp_1.
- The floorplan-stage core utilization is 14.32%.
- The yosys stat chip area is approximately 1400 sq um.
- The distinct cell type count after synthesis is 34.
- The worst-margin pin slew is between 0.4 and 0.5 ns.
- Setup repair after global routing left no endpoint under its margin.
- Setup violations remaining at the end of the flow were counted as 0.
- The async set-reset flop share out of synthesis is ~100%.
- The die covers 14400 sq um.
- The maximum fanout along the worst path is 1.
- The number of antenna violations at the first check in global routing was 0.
- In the final layout, flip-flops and latches occupy 606.8 sq um.
- The required time reported for the critical path endpoint is around 1.4 ns.
- Counting every instance in the synthesized netlist gives 123.
- OpenROAD reports that the post-layout worst path occupies 97.30% of the period.
- Buffers inserted to repair hold after CTS numbered 0.
- Warnings reported by Yosys during synthesis add up to 1.
- The synthesized design contains 0 enable-type register cells.
- Counting the fill cells in the layout gives ~1000.
- For reference, the top cells by area after synthesis are sky130_fd_sc_hd__dfrtp_1 34%, sky130_fd_sc_hd__mux4_2 13%, sky130_fd_sc_hd__mux2_2 11%.
- Per the run summary, max-cap violations total 0.
- Across the VDD grid, the largest voltage drop is approximately 0.00029 V.
- The minimum clock period is between 1.5 and 2 ns.
- The top cell type by area accounts for approximately a third of the synthesized area.
- The clock root buffer master is sky130_fd_sc_hd__clkbuf_8.
- The number of iterations in the first detailed-routing pass is 4.
- The wire length per cell is 14.30 um.
[state kept, by name (all words and copies together), names as in the netlist]
register,count
REGA,8
REGC,8
regCTRL,8
[synth_stat cells, types with 2 or more instances]
cell type / instances
sky130_fd_sc_hd__inv_1: 5
sky130_fd_sc_hd__clkbuf_1: 4
sky130_fd_sc_hd__nor4_1: 2
sky130_fd_sc_hd__dfrtp_1: 19
sky130_fd_sc_hd__nand3_1: 2
sky130_fd_sc_hd__nor3_1: 2
sky130_fd_sc_hd__ha_1: 3
sky130_fd_sc_hd__nor2b_1: 2
sky130_fd_sc_hd__a21oi_1: 8
sky130_fd_sc_hd__nand3b_1: 2
sky130_fd_sc_hd__nand2_1: 8
sky130_fd_sc_hd__dfstp_2: 5
sky130_fd_sc_hd__mux4_2: 8
sky130_fd_sc_hd__o31ai_1: 4
sky130_fd_sc_hd__mux2_2: 14
sky130_fd_sc_hd__o21ai_0: 9
sky130_fd_sc_hd__a211oi_1: 2
sky130_fd_sc_hd__nor2_1: 7
sky130_fd_sc_hd__nand2b_1: 2
[worst max-delay path: stages]
cell and delay (ns):
sky130_fd_sc_hd__clkdlybuf4s50_1 0.39, sky130_fd_sc_hd__mux4_2 0.44, sky130_fd_sc_hd__clkdlybuf4s15_1 0.20
[metal layers]
| metal | track usage, % | up-vias |
|---|---|---|
| li1 | - | 597 |
| met1 | 9.347 | 592 |
| met2 | 9.629 | 34 |
| met3 | 2.189 | 2 |
| met4 | 0.2262 | 0 |
| met5 | 0 | - |
[metrics by stage]
step                      power [mW]  hold WS, ns  cells  TNS [ns]
after CTS                      1.866       0.4509    321         0
after floorplan               0.9597       0.3709    123         0
after detailed placement       1.378       0.4816    314    -7.906
after global placement         1.373       0.4757    314    -7.668
final                          1.836       0.4398    322         0
after global routing           1.958       0.4739    322         0
[area by class of cell]
type	instances	share of cell area, %
Multi-Input combinational cell	87	32.55
Timing Repair Buffer	69	29.89
Sequential cell	24	26.40
Tap cell	133	7.240
Clock buffer	3	1.796
Clock inverter	1	1.306
Inverter	5	0.8166
[power groups by stage]
stage	sequential (mW)	clock, mW	combinational [mW]
final	0.748	0.473	0.615
after global routing	0.771	0.506	0.681
after CTS	0.753	0.489	0.624
[cells by family (layout without fill, tap and decap cells)]
kind of cell	count (synthesis)	in the layout	share of synthesized area, %
and+or+nand+nor	31	31	11.89
AOI/OAI and AO/OA	29	29	12.60
DFF	24	24	43.34
muxes	22	22	24.13
buffers and inverters	12	78	4.110
adders and majority gates	3	3	2.681
xor gates and xnor gates	2	2	1.251
[what timing repair did]
item                       in CTS  in global routing
gates resized                  28                  2
setup endpoints to repair      16                  2
pin swaps                       4                  0
buffers inserted                1                  1
gates cloned                    2                  0
[cells in the final DEF, fill, tap and decap left out, types with 3 or more instances in the layout]
| master | instances |
|---|---|
| sky130_fd_sc_hd__nor2_1 | 7 |
| sky130_fd_sc_hd__mux4_2 | 8 |
| sky130_fd_sc_hd__o31ai_1 | 4 |
| sky130_fd_sc_hd__dfstp_2 | 5 |
| sky130_fd_sc_hd__dlygate4sd2_1 | 3 |
| sky130_fd_sc_hd__inv_1 | 5 |
| sky130_fd_sc_hd__nand2_1 | 8 |
| sky130_fd_sc_hd__buf_4 | 22 |
| sky130_fd_sc_hd__a21oi_1 | 8 |
| sky130_fd_sc_hd__clkdlybuf4s15_1 | 8 |
| sky130_fd_sc_hd__dfrtp_1 | 19 |
| sky130_fd_sc_hd__clkdlybuf4s50_1 | 31 |
| sky130_fd_sc_hd__mux2_2 | 14 |
| sky130_fd_sc_hd__clkbuf_8 | 3 |
| sky130_fd_sc_hd__o21ai_0 | 9 |
[worst max path at each step]
stage	end	from	cells after the start	slack, ns
after CTS	DOUT[2]	REGA[2]	2	0.007
after global routing	DOUT[7]	PB[7]	3	0.004
final	DOUT[1]	PB[1]	3	0.05
No activity file was given, so power comes from the tool's default toggle rates.
