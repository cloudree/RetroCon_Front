$ cat constraint.sdc
current_design Retrocon

set clk_period 5.2
set clk_io_pct 0.2

create_clock -name clk0 -period $clk_period [get_ports {WRb}]

set non_clock_inputs [all_inputs -no_clocks]
set_input_delay [expr $clk_period * $clk_io_pct] -clock clk0 $non_clock_inputs
set_output_delay [expr $clk_period * $clk_io_pct] -clock clk0 [all_outputs]
$ cat config.mk
export PLATFORM = sky130hd
export DESIGN_NAME = Retrocon
export DESIGN_NICKNAME = Retrocon
export VERILOG_FILES = /design/flow/design.v
export SDC_FILE = /design/flow/constraint.sdc
export NUM_CORES = 4
export LEC_CHECK = 1
export CORE_UTILIZATION = 30
$ cat run.sh
#!/bin/bash
# OpenROAD 26Q1-2900-gdf79404cd8, Yosys 0.63+post, stock flow scripts
make -C /OpenROAD-flow-scripts/flow DESIGN_CONFIG=/design/flow/config.mk WORK_HOME=/design/flow/orfs finish
$ cat design.v
module PPI8255_SLT(
	input RST,
	input [1:0] A,
	input CSb,
	input RDb,
	input WRb,
	input MREQb,
	input RFSHb,
	input SEL_PPI,
	input [1:0] PAGE,
	input [7:0] DIN,
	input [7:0] PB,
	output reg [3:0] SLTb,
	output [7:0] PC,
	output reg [7:0] DOUT
);
	reg [7:0] REGA;
	reg [7:0] REGC;
	reg [7:0] regCTRL;	 
	assign PC = REGC;
	always @(*)
	begin
		case (A)
			2'b00: DOUT = REGA;
			2'b01: DOUT = PB;
			2'b10: DOUT = REGC;
			2'b11: DOUT = regCTRL;
		endcase
	end
	always @(posedge RST or posedge WRb)
	begin
		if (RST)
		begin
			regCTRL = 8'h9b;
			REGA = 8'h00;
			REGC = 8'h00;
		end
		else if (~CSb)
			begin
				case ({A,DIN[7]})
					3'b000: REGA = DIN;
					3'b100: REGC = DIN;
					3'b110: REGC[ DIN[3:1] ] = DIN[0];
					3'b001: REGA = DIN;
					3'b101: REGC = DIN;
					3'b111: regCTRL = DIN;
				endcase
			end
	end
	reg [1:0] YPA;	 
		reg EN153;
		always @(*)	 
		begin
			if (RST)
				EN153 = 1'b0;
			else
				if( SEL_PPI)
					EN153 = 1'b1;
		end
		always @(*)
		begin
			if (EN153)
			begin
				case (PAGE)
					2'b00: YPA = REGA[1:0];
					2'b01: YPA = REGA[3:2];
					2'b10: YPA = REGA[5:4];
					2'b11: YPA = REGA[7:6];
				endcase
			end
			else
				YPA = 2'b00;
		end
		assign ENSLT = ~MREQb & RFSHb;
		always @(*)
		begin
			if (ENSLT)
				case (YPA)
					2'b00: SLTb = 4'b1110;
					2'b01: SLTb = 4'b1101;
					2'b10: SLTb = 4'b1011;
					2'b11: SLTb = 4'b0111;
				endcase
			else	
				case (YPA)
				2'b00: SLTb = 4'b1111;
				2'b01: SLTb = 4'b1111;
				2'b10: SLTb = 4'b1111;
				2'b11: SLTb = 4'b1111;
			endcase
		end
endmodule
module Retrocon (
	input [15:14] addrH,
	input [7:0] addrL,
	inout [7:0] data,
	input addr13_8b,	 
	input RSTb,
	input WRb,
	input RDb,
	input IORQb,
	input MREQb,
	input M1b, 
	input VDP_INTb,
	input SLT_INTb,
	input [7:0] PB,		 
	input RFSHb,
	output CAPS,			 
	output [3:0] keyMAT,	 
	output PSGBC1,			 
	output PSGBDIR,		 
	output CK_RTCAL,		 
	output RTCCSb,			 
	output VDP_CSWb,
	output VDP_CSRb,
	output RAM_CSb,		 
	output ROM_OEb,		 
	output CPU_INTb,
	output SPK,				 
	output [2:1] SLTbo,
	output PG1RDb,
	output PG2RDb,
	output PG12RDb,
	output reg [4:0] RAMA		 
);
	PPI8255_SLT xPPI(
		.RST(~RSTb),
		.A(addrL[1:0]),
		.CSb(1'b0),
		.RDb( ~SEL_PPI | RDb ),
		.WRb( ~SEL_PPI | WRb),
		.DIN(data),
		.MREQb(MREQb),
		.RFSHb(RFSHb),
		.PB(PB),
		.SLTb(SLTb),
		.PC(PC),
		.SEL_PPI(SEL_PPI),
		.PAGE(addrH),
		.DOUT(DOPPI)
	);
	ramMapper xrMapper(
		.RSTb(RSTb),
		.DIN(data),
		.IOMM(IOMM),
		.WRb(WRb),
		.RN(addrL[1:0]),
		.PAGE(addrH),
		.MO(MMUX),		 
		.DOUT(DOMM)
	);
	wire [7:0] DOMM;	 
	wire [7:0] MMUX;	 
	slotExp xsltExp_0(	
		.RSTb(RSTb),
		.ADFFFF(ADFFFF),
		.SLTSL(~SLTb[0]),		 
		.WRb(WRb),
		.DIN(data),				 
		.PAGE(addrH[15:14]),
		.DOUT(DOSSREG),		 
		.subSLT(SLT0SS),		 
		.outSSREG(outSSREG)	 
	);
	wire [7:0] PC, DOPPI;	 
	wire [3:0] SLT0SS;	 
	wire [7:0] DOSSREG;	 
	wire [3:0] SLTb;
	reg [1:0] sysREG;
	assign SPK = PC[7];
	assign CAPS = ~PC[6];
	assign IORQ = ~IORQb;
	assign ADFFFF = (addrH == 2'b11) & (addrL == 8'hff) & ~addr13_8b;
	assign IOC2F = IORQ & addrL[7] & addrL[6] & M1b;	 
	assign IO82B = IORQ & addrL[7] & ~addrL[6] & M1b;   
	assign IO98 = IO82B & ( addrL[5:3] == 3'b011);     
	assign IOA0 = IO82B & ( addrL[5:3] == 3'b100);     
	assign IOA8 = IO82B & ( addrL[5:3] == 3'b101);     
	assign IOB0 = IO82B & ( addrL[5:3] == 3'b110);     
	assign IOB8 = IO82B & ( addrL[5:3] == 3'b111);     
	assign SEL_PPI = IOA8;
	assign SEL_PSG = IOA0;
	assign SEL_RTC = IOB0;
	assign SEL_VDP = IO98;
	assign IOF0 = IOC2F & ( addrL[5:3] == 3'b110);	 
	assign IOSYS = IOF0;
	assign CLK_IOSYS = WRb | ~IOSYS | ~(addrL[2:0] == 3'b101);	 
	always @(negedge RSTb or posedge CLK_IOSYS)
	if (~RSTb)
		sysREG = 2'b00;
	else	
		sysREG = {data[7], data[0]};	 
	assign RTCEN = sysREG[1];
	assign RTCDEC = RTCEN & IOB0 & ( addrL[2:1] == 2'b10);
	assign RTCCSb = ~(RTCDEC & addrL[0]);	 
	assign CK_RTCAL = RTCDEC  & ~addrL[0] & WRb;	 
	assign SLTbo[2:1] = SLTb[2:1];
	assign PG12RDb = PG1RDb & PG2RDb;
	assign PG1RDb = ~(~addrH[15] & addrH[14] & ~RDb);
	assign PG2RDb = ~(~addrH[14] & addrH[15] & ~RDb);
	assign PG0RDb =  ~( (addrH == 2'b00) & ~RDb) ; 
	assign RAM_CSb = ~SLT0SS[2] | ADFFFF;
	assign ROM_OEb1 =  ~(SLT0SS[0] & ( ~PG1RDb | ~ PG0RDb));	 
	assign ROM_OEb2 =  ~(SLT0SS[1] & ( ~PG1RDb) );	 
	assign ROM_OEb3 =  ~(SLT0SS[3] & ( ~ PG0RDb ));	 
	assign ROM_OEb =  ROM_OEb1 & ROM_OEb2 & ROM_OEb3;
	always @(*)
	case ({SLT0SS,addrH[15:14]})
		6'b0001_00: RAMA = 5'b00000;		 
		6'b0001_01: RAMA = 5'b00001;		 
		6'b1000_00: RAMA = 5'b00010;		 
		6'b0010_01: RAMA = 5'b00011;		 
		6'b0100_XX: RAMA = MMUX[4:0];		 
		default   : RAMA = 5'b00000;		 
	endcase
	assign PSGBC1 = ~(addrL[0] | ~SEL_PSG);
	assign PSGBDIR = ~(WRb | ~SEL_PSG);
	assign VDP_CSWb = WRb | ~SEL_VDP;
	assign VDP_CSRb = RDb | ~SEL_VDP;
	assign keyMAT = PC[3:0];
	assign enDOBUF = ~RDb & (SEL_PPI | outSSREG | IOMM) ;
	reg [7:0] DOBUF;		 
	always @(*)
	case ({SEL_PPI, IOMM, outSSREG})
		3'b100: DOBUF = DOPPI;
		3'b010: DOBUF = DOMM;
		3'b001: DOBUF = DOSSREG;
		default:
			DOBUF = DOPPI;
	endcase
	assign data = enDOBUF ? DOBUF : 'bz;
	assign CPU_INTb = SLT_INTb & VDP_INTb;
	assign IOMM = (IOC2F & (addrL[5:2] == 4'b1111));	 
endmodule
module ramMapper (
	input RSTb,
	input [4:0] DIN,
	input IOMM,			 
	input WRb,
	input [1:0] RN,	 
	input [1:0] PAGE,		 
	output reg [7:0] DOUT,
	output reg [7:0] MO		 
);
	reg [7:0] regFC, regFD, regFE, regFF;
	always @( negedge RSTb or negedge WRb)
	if (~RSTb)
	begin	
		regFC <= 8'b00000000;
		regFD <= 8'b00000001;
		regFE <= 8'b00000010;
		regFF <= 8'b00000011;
	end
	else
		if (IOMM)
		case (RN)
			2'b00: regFC <= DIN;
			2'b01: regFD <= DIN;
			2'b10: regFE <= DIN;
			2'b11: regFF <= DIN;
		endcase	
	always @(*)
	case (RN)
		2'b00: DOUT = regFC;
		2'b01: DOUT = regFD;
		2'b10: DOUT = regFE;
		2'b11: DOUT = regFF;
	endcase
	always @(*)
	case (PAGE)
		2'b00: MO = regFC;
		2'b01: MO = regFD;
		2'b10: MO = regFE;
		2'b11: MO = regFF;
	endcase
endmodule
module slotExp (	
	input RSTb,
	input ADFFFF,
	input SLTSL,
	input WRb,
	input [7:0] DIN,
	input [1:0] PAGE,
	output [7:0] DOUT,
	output reg [3:0] subSLT,
	output outSSREG
		);
	reg [7:0] regSS;
	reg [1:0] BSEL;
	always @(negedge WRb or negedge RSTb)
	if (~RSTb)
		regSS <= 8'h00;
	else
		if (ADFFFF & SLTSL)
			regSS <= DIN;
	assign DOUT = ~regSS;
	assign outSSREG = SLTSL & ADFFFF;
	always @(*)
	begin
		case (PAGE)
			2'b00: BSEL = regSS[1:0];
			2'b01: BSEL = regSS[3:2];
			2'b10: BSEL = regSS[5:4];
			2'b11: BSEL = regSS[7:6];
		endcase
	end
	always @(*)
	begin
	if (SLTSL)
		case (BSEL)
			2'b00: subSLT = 4'b0001;
			2'b01: subSLT = 4'b0010;
			2'b10: subSLT = 4'b0100;
			2'b11: subSLT = 4'b1000;
		endcase
	else
		subSLT = 4'b0000;
	end
endmodule
==> impl_metrics.tcl <==
# metrics dict for downstream scripts
set metrics [dict create \
    outcome "stopped before the end" \
    lastStage "clock tree synthesis (4_1_cts)" \
    first-error "[error] [KeplerFormal.cpp:679] Workflow failed: Iso has multiple drivers: .data7, _377_.X0" \
    top_area_cells_in_the_synthesized_netlist "sky130_fd_sc_hd__dfrtn_1 (17%), sky130_fd_sc_hd__dfrtp_1 (14%), sky130_fd_sc_hd__mux4_2 (12%), sky130_fd_sc_hd__dfstp_2 (6.7%), sky130_fd_sc_hd__nand2_1 (4.6%)" \
    die_height_um 110 \
    detailed_place_hpwl_um 8000 \
    io_buffer_count 52 \
    synth_stat.cells 361 \
    synth_top_cell_by_area "sky130_fd_sc_hd__dfrtn_1" \
    unconstrained_endpoints 1 \
    yosys_warnings 32 \
    ios 61 \
    die_w_um 110 \
    edf_count 0 \
    cts.hold.buffers_added 0 \
    post_synth.cell_area_avg_um2 9.73 \
    dominantRegCellSynth "sky130_fd_sc_hd__dfrtn_1" \
    ys_seq_elements 54 \
    netlist_area_um2 3510 \
    cts_repair_resizes 66 \
    gp_routability_congestion 0.945 \
    ys_chip_area_um2 3510 \
    postPlaceCellArea_um2 4720 \
    floorplan.initialDensity_pct 30.8 \
    area_share_of_the_largest_cell_type_after_synthesis_pct 17.1 \
    fp-row-count 39 \
    unclocked_pins 1 \
    post_synth_most_frequent_cells "sky130_fd_sc_hd__nand2_1 (43), sky130_fd_sc_hd__o21ai_0 (30), sky130_fd_sc_hd__dfrtn_1 (24), sky130_fd_sc_hd__clkbuf_1 (22), sky130_fd_sc_hd__nor2_1 (22)" \
    postSynthCellCount 361 \
    ys_async_sr_fraction_pct 98.1 \
    post_synth_num_cell_types 67 \
    netlist.top_cell.by_instances "sky130_fd_sc_hd__nand2_1" \
    cts_setup_buffers 33 \
]
[metrics by stage]
step                      instances  setup slack [ps]  hold WS (ps)
after floorplan                 361              -273           401
after global placement          608              -682           338
after detailed placement        608              -721           339
[cell families after synthesis]
logic type               share of synthesized area (%)
buffers and inverters                             6.27
multiplexers                                      19.4
XOR/XNOR                                         0.962
AND/OR/NAND/NOR                                   20.5
AND-OR/OR-AND                                     14.0
adder cells (fa/ha/maj)                          0.356
latches                                          0.427
flip-flops                                        38.1
